==> /design/flow/config.mk <==
export PLATFORM = sky130hd
export DESIGN_NAME = register_file
export DESIGN_NICKNAME = register_file
export VERILOG_FILES = /design/flow/design.v
export SDC_FILE = /design/flow/constraint.sdc
export NUM_CORES = 4
export LEC_CHECK = 1
export CORE_UTILIZATION = 30
==> /design/flow/constraint.sdc <==
current_design register_file

set clk_period 7.5
set clk_io_pct 0.2

create_clock -name clk0 -period $clk_period [get_ports {clk}]

set non_clock_inputs [all_inputs -no_clocks]
set_input_delay [expr $clk_period * $clk_io_pct] -clock clk0 $non_clock_inputs
set_output_delay [expr $clk_period * $clk_io_pct] -clock clk0 [all_outputs]
==> /design/flow/design.v <==
module register_file 
#(parameter WIDTH = 32) 
( input clk, 
    input[4 : 0] ra0, 
    output[WIDTH - 1 : 0] rd0, 
    input[4: 0] ra1, 
    output[WIDTH - 1 : 0] rd1, 
    input[4 : 0] wa, 
    input we, 
    input[WIDTH - 1 : 0] wd 
);
    reg [WIDTH - 1 : 0] regfile[0 : 31];
    assign rd0 = regfile[ra0],
    rd1 = regfile[ra1];
    always @ (posedge clk) begin
    if (we) 
        if(|wa)
            regfile[wa] <= wd;
    end
endmodule
==> /design/flow/run.sh <==
#!/bin/bash
# OpenROAD 26Q1-2900-gdf79404cd8, Yosys 0.63+post, stock flow scripts
make -C /OpenROAD-flow-scripts/flow DESIGN_CONFIG=/design/flow/config.mk WORK_HOME=/design/flow/orfs finish
==> impl_metrics.toml <==
# physical design summary
[floorplanning]
ios = 113
chipArea_um2 = 164000
fp.dieH_um = 405
rows = 147
die_width_um = 405
core_area_um2 = 161000
fp_util_pct = 30.3

[route]
routedWlPerCell_um = 26.8
num_vias = 30700
drtIter0Drc = 2291
dr.pass1.iters = 5
wl_mm = 154
drc = 0
ant_nets = 0
via_per_inst = 5.35

[sta]
maxSlewHeadroom_pct = 36.3
setup_violations = 0
fmax_mhz = 162
rsz0062_at_grt = "false"
setup_tns_ps = 0
hold_violations = 0
final.period_utilization_pct = 82.6
period_minus_slack_ps = 6190
slew_violations = 0
worst_pin_slew_ps = 952

[clocking]
clockBufferDepth = 3
cts_buffers = 98
root_buffer = "clkbuf_16"
cts_resized = 0
cts.htree.levels = 3
path_clk_slew_ps = 70
cts_setup_buffers = 0
tritoncts = "built"
cts_num_sinks = 1024
cts_hold_buf = 0

[final_layout]
fin_area_um2 = 55900
reg_top3 = "regfile x1024"
n_fill_cell = 15200
largest_reg_flops = 1024
drive_gt1_share_pct = 8.76
most-common-layout-cells = "1024 x mux2i_1, 1024 x edfxtp_1, 194 x nand3_1"
top_register = "regfile"
area_growth_pct = 14.6
stdcell_count = 5745

[yosys]
synth_async_sr_flop_share_pct = 0
ys_cells = 3386
top_area_cell = "edfxtp_1"
yosysUniqueCellTypes = 24
fa_ha_area_share_pct = 0
simple_gate_area_share_pct = 4.71
numSynthFlops = 1024
netlist_area_um2 = 48800
synthAoiAreaFrac_pct = 8.05
top_area_share_pct = 63.1
ys_sh_xor_pct = 0
mux_area_share_pct = 21.0
avgSynthCellArea_um2 = 14.4
yosys.stat.seqShare_pct = 63.1
ys.flop_type = "edfxtp_1"
synthCells = 3386
synth.top_cells.by_area = "edfxtp_1 63%, mux2i_1 21%, a22oi_1 3.0%, a22o_1 2.3%, nand3_1 2.0%"
edf_count = 1024
topCombFamilyByArea = "multiplexers"
ys_warn_count = 1
yosys_area_um2 = 48800

[place]
routabilityCongestion = 0.842
placed_area_um2 = 52800
portBuffers = 112
dp_cells = 5569
place_hpwl_mm = 83.1

[job]
warnings = 26
drv_cap = 0

[setup_path]
endpoint_kind = "primary output"
crit_chain = "clkdlybuf4s50_1 > nor2b_4 > buf_4 > a22o_1 > nor3_1 > a31oi_1 > nand3_1 > clkdlybuf4s50_1"
crit_top_cell = "clkdlybuf4s50_1"
startpoint = "ra1[0]"
required_ps = 6000
crit_slowest_cell = "nor2b_4"
crit_type = "input pin to primary output"
crit_path_max_fanout = 20
cp.arrival_ps = 4690
slowest_delay_ps = 830
crit_path_start_kind = "input pin"

[run_status]
run_status = "finished, final reports clean"

[grt]
overflow = 0
grt_max_degree = 94
track_usage_pct = 19.6
first_global_vias = 31900
antenna_found_initial = 12
grt_pass1_wl_mm = 218

[pwr]
ir_worst_vdd_mv = 0.181
power_leakage_nw = 20.2
powerDensity_nw_per_um2 = 223

[min_path]
holdCritStartpoint = "wd[26]"
holdCritPathClass = "input pin to flop"
[cells in the mapped netlist, types with 5 or more instances]
library cell,number
nand2_1,195
clkbuf_1,82
buf_2,62
a22oi_1,192
nor3_1,64
edfxtp_1,1024
nor2_1,34
a31oi_1,64
a22o_1,128
mux2i_1,1024
buf_6,37
nand3_1,194
buf_1,11
a21oi_1,192
buf_4,57
nand3b_1,5
[routing by layer]
| metal | part of all wire [%] | vias up | routed length [µm] | GRT usage, % |
|---|---|---|---|---|
| met4 | 2.9 | 24 | 4510 | 4.72 |
| met3 | 16 | 257 | 25000 | 13.9 |
| met5 | 0.11 | - | 167 | 0.416 |
| met2 | 45 | 1691 | 69300 | 29.0 |
| met1 | 36 | 15200 | 55200 | 23.4 |
| li1 | - | 13600 | - | - |
[stage by stage]
| step | power [mW] | hold slack, ps | util, % | setup WS (ps) |
|---|---|---|---|---|
| after floorplan | 7.20 | 1600 | - | 3450 |
| after global placement | 7.72 | 2320 | 32.8 | 1450 |
| after detailed placement | 7.72 | 2330 | 32.8 | 1430 |
| after CTS | 12.5 | 1590 | 34.7 | 1430 |
| after global routing | 12.8 | 1630 | 34.7 | 1250 |
| final | 12.5 | 1630 | 34.7 | 1310 |
[cells by family after synthesis]
kind of cell    Yosys count
buf+inv                 253
simple gates            508
other cells               1
mux                    1024
flops                  1024
compound gates          576
[area by class of cell]
| type | instances | area, µm² | area share, % |
|---|---|---|---|
| multi-input cells | 2140 | 16900 | 30.2 |
| clock buffers | 123 | 2570 | 4.60 |
| repair buffers | 245 | 2440 | 4.37 |
| diodes | 2 | 5.00 | 0.00896 |
| flip-flops and latches | 1024 | 30700 | 55.1 |
| well taps | 2160 | 2700 | 4.84 |
| clock inverters | 51 | 500 | 0.896 |
[critical path, delay by kind of cell]
family	cells	cell delay [ps]
buffers and inverters	3	1530
AND/OR/NAND/NOR	3	1040
AND-OR/OR-AND	2	610
[power by group]
group | switching (mW) | internal [mW] | total, mW
Sequential | 0.0322 | 6.38 | 6.41
Clock | 2.12 | 2.73 | 4.85
Combinational | 0.732 | 0.458 | 1.19
[worst paths after layout]
path | end | slack (ps) | cells after the start
max | rd1[28] | 1310 | 8
min | regfile[15][26] | 1630 | 2
Power figures rest on the tool's default switching activity, not on a simulated workload.
