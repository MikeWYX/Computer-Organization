## design/flow/design.v

```verilog
module Hazard(
    input [4:0] rf_ra0_ex,
    input [4:0] rf_ra1_ex,
    input rf_re0_ex,
    input rf_re1_ex,
    input [4:0] rf_wa_mem,
    input rf_we_mem,
    input [1:0] rf_wd_sel_mem,
    input [31:0] alu_ans_mem,
    input [31:0] pc_add4_mem,
    input imm_mem,
    input [4:0] rf_wa_wb,
    input rf_we_wb,
    input [31:0] rf_wd_wb,
    input [1:0] pc_sel_ex,
    output reg rf_rd0_fe,
    output reg rf_rd1_fe,
    output reg [31:0] rf_rd0_fd,
    output reg [31:0] rf_rd1_fd,
    output reg stall_if,
    output reg stall_id,
    output reg stall_ex,
    output reg flush_if,
    output reg flush_id,
    output reg flush_ex,
    output reg flush_mem
);
    always @(*) begin
        if (rf_we_mem && rf_wa_mem == rf_ra0_ex && rf_ra0_ex) begin
            case (rf_wd_sel_mem)
                2'b00: rf_rd0_fd = alu_ans_mem;
                2'b01: rf_rd0_fd = pc_add4_mem;
                2'b11: rf_rd0_fd = imm_mem;
                default: rf_rd0_fd = 1'b0;
            endcase
            if (rf_wd_sel_mem == 2'b10) begin
                rf_rd0_fe = 1'b0;
            end
            else begin
                rf_rd0_fe = 1'b1;
            end
        end
        else begin
            if (rf_we_wb && rf_wa_wb == rf_ra0_ex && rf_ra0_ex) begin
                rf_rd0_fd = rf_wd_wb;
                rf_rd0_fe = 1'b1;
            end
            else begin
                rf_rd0_fd = 1'b0;
                rf_rd0_fe = 1'b0;
            end
        end
    end
    always @(*) begin
        if (rf_we_mem && rf_wa_mem == rf_ra1_ex && rf_ra1_ex) begin
            case (rf_wd_sel_mem)
                2'b00: rf_rd1_fd = alu_ans_mem;
                2'b01: rf_rd1_fd = pc_add4_mem;
                2'b11: rf_rd1_fd = imm_mem;
                default: rf_rd1_fd = 1'b0;
            endcase
            if (rf_wd_sel_mem == 2'b10) begin
                rf_rd1_fe = 1'b0;
            end
            else begin
                rf_rd1_fe = 1'b1;
            end
        end
        else begin
            if (rf_we_wb && rf_wa_wb == rf_ra1_ex && rf_ra1_ex) begin
                rf_rd1_fd = rf_wd_wb;
                rf_rd1_fe = 1'b1;
            end
            else begin
                rf_rd1_fd = 1'b0;
                rf_rd1_fe = 1'b0;
            end
        end
    end
    always @(*) begin
        if (rf_we_mem && rf_wa_mem == rf_ra0_ex && rf_ra0_ex && rf_wd_sel_mem == 2'b10) begin
            stall_ex = 1'b1;
            stall_id = 1'b1;
            stall_if = 1'b1;
            flush_mem = 1'b1;
        end
        else begin
            stall_ex = 1'b0;
            stall_id = 1'b0;
            stall_if = 1'b0;
            flush_mem = 1'b0;
        end
    end
    always @(*) begin
        if (pc_sel_ex != 2'b0) begin
            flush_ex = 1'b1;
            flush_id = 1'b1;
            flush_if = 1'b1;
        end
        else begin
            flush_ex = 1'b0;
            flush_id = 1'b0;
            flush_if = 1'b0;
        end
    end
endmodule
```

## design/flow/run.sh

```bash
#!/bin/bash
# OpenROAD 26Q1-2900-gdf79404cd8, Yosys 0.63+post, stock flow scripts
make -C /OpenROAD-flow-scripts/flow DESIGN_CONFIG=/design/flow/config.mk WORK_HOME=/design/flow/orfs finish
```

## design/flow/config.mk

```make
export PLATFORM = sky130hd
export DESIGN_NAME = Hazard
export DESIGN_NICKNAME = Hazard
export VERILOG_FILES = /design/flow/design.v
export SDC_FILE = /design/flow/constraint.sdc
export NUM_CORES = 4
export LEC_CHECK = 1
export CORE_AREA = 10 10 95 95
export DIE_AREA = 0 0 105 105
```

## design/flow/constraint.sdc

```tcl
current_design Hazard

set clk_period 15.7
set clk_io_pct 0.2

create_clock -name clk0 -period $clk_period

set non_clock_inputs [all_inputs -no_clocks]
set_input_delay [expr $clk_period * $clk_io_pct] -clock clk0 $non_clock_inputs
set_output_delay [expr $clk_period * $clk_io_pct] -clock clk0 [all_outputs]
```

==> notes.md <==
run metrics: vias in the first global route=2784, fp_density=31.6%, worst relative slew slack=49.8%, Cell Chain, Critical Path=clkdlybuf4s50_1 -> or4_4 -> nor2_2 -> or3_2 -> buf_4 -> mux2i_1 -> clkdlybuf4s50_1, yosys cell count=274, Top cell excl fill/tap=clkdlybuf4s50_1, leakage power=1.58 nW, distinct lib cells=25, Initial DRT Pass Iterations=4, Buf/Inv on CP=3, max incr delay on CP=0.57 ns, Setup TNS=0 ns, Comb pwr share=100.0%, Rows=30, antenna violations before repair=0, CP max stage cell=or4_4, # setup viols final=0, post_cts resized=0, Inserted Diodes=0, Final Hold Fails=0, tool warnings=35, Hold WS=7.26 ns, crit path max fanout=17, GRT Total Usage=17.2%, die height=105 um, Reg power frac=0%, postcts setup bufs=0, DR iter-0 viols=103, min-delay src=rf_wd_wb[27], Hold/Removal Path Class=in -> out, final core occ=58.8%, Pins Over Slew Limit=0, Syn Area/Cell=7.96 um^2, hold path depth=4, CP Data Arrival Time=5.91 ns, Seq cells=0, Die ar.=0.0110 mm^2, Clk network pwr share=0%, fin crit share=57.6%, Finished Layout Cells=536, # fillers=646, most frequent cells in the layout=194 x clkdlybuf4s50_1, 98 x mux2i_1, 66 x nand4_1, RSZ-0062 raised after global routing=no, sequential standard cell area=0 um^2, switching part of the total=41.7%, Peak VDD IR=0.0000151 V, placed instance count=536, CP most frequent cell=clkdlybuf4s50_1, Int Pwr=0.0475 mW, first-pass GRT wire length=15800 um, max-cap violations=0, Final Wtd Congestion=0.816, Detail Placement HPWL=8130 um, Remaining DRCs=0, I/O pin total=198, layout cells sized above 1=11.4%, # clk buffers=0, number of buffers added on ports=196, post-route ant nets=0, Fmax=111 MHz, DR WL/cell=19.4 um, CP Class=in -> out, Netlist Area Pre-Place=0.00218 mm^2, Mapped Cells=274, Ys Warns=1, Core Box Area=0.00691 mm^2, Psw=0.0340 mW, CP endpoint kind=output pin, Die X-Extent=105 um, Vias/cell=5.09, fin worst setup slack=6.65 ns, Final Routed Wirelength=10400 um, Worst Hold End=rf_rd0_fd[27], Max-area cell share=45.0%, Via Count=2729, CP delay by family, top=buffers and inverters, dpl ws=6.63 ns, status=finished clean, CP Launch Type=primary input, total gr overflow=0, Top area cell types=mux2i_1 45%, nand4_1 19%, or2_2 8.9%, WP data required=12.56 ns, post-cts hold buffer count=0, Worst-Margin Slew=0.750 ns, YS chip area=0.00218 mm^2, pin count of the biggest net entering global routing=67, Seq share, synth=0%, fin crit period=9.05 ns, synthesis-to-finish area growth=86.0%, Power Dens Cells=20.1 mW/mm^2, post-synth top area cell=mux2i_1
power groups by stage:
stage | sequential [mW] | clock (mW) | combinational, mW
after CTS | 0 | 0 | 0.0818
after global routing | 0 | 0 | 0.0878
final | 0 | 0 | 0.0814
routing by layer:
metal / vias up / share of wire, % / global-route usage [%]
li1: 1376 / - / -
met1: 1242 / 43 / 21.0
met2: 109 / 49 / 30.0
met3: 2 / 8.3 / 5.65
met4: 0 / 0.40 / 0.588
met5: - / 0 / 0
area by class of cell:
cell class | instances | area [um^2] | area share [%]
inverter | 1 | 3.75 | 0.0925
multi-input combinational | 234 | 1920 | 47.2
tap | 96 | 120 | 2.96
timing repair buffer | 205 | 2020 | 49.8
worst max-delay path by stage:
stage / to / startpoint / depth (start not counted) / slack, ns
6_report: rf_rd1_fe / rf_ra1_ex[1] / 7 / 6.65
5_1_grt: rf_rd1_fe / rf_ra1_ex[1] / 7 / 6.49
4_1_cts: rf_rd1_fe / rf_ra1_ex[1] / 7 / 6.64
stage by stage:
stage,instance area (um^2),power (mW)
2_1_floorplan,2180,0.0355
3_3_place_gp,4060,0.0814
3_5_place_dp,4060,0.0814
4_1_cts,4060,0.0818
5_1_grt,4060,0.0878
6_report,4060,0.0814
cell usage after synthesis:
cell type / n
a31oi_1: 1
and2_1: 1
buf_1: 2
buf_12: 3
buf_2: 7
buf_4: 5
buf_6: 8
clkbuf_1: 14
inv_1: 1
mux2i_1: 98
nand2_1: 1
nand3_1: 2
nand4_1: 66
nor2_1: 2
nor2_2: 2
nor2b_1: 1
nor3_1: 1
nor3_2: 2
nor4_1: 1
o211a_1: 2
or2_2: 31
or3_1: 1
or4_4: 2
xnor2_1: 12
xor2_1: 8
cell families after synthesis:
family,count (synthesis),share of synthesized area [%]
xor gates and xnor gates,20,8.03
buffers and inverters,40,13.1
and+or+nand+nor,113,32.7
muxes,98,45.0
AOI/OAI and AO/OA,3,1.20
Power is estimated from default activity; no workload was simulated.
